==> flow/design.v <==
module MX_MAC #(
	parameter M_out_width = 23
)
(
  	input  logic        clk_i,
  	input  logic        rstn,
  	input  logic [7:0]  a_mant0,
  	input  logic [7:0]  a_mant1,
  	input  logic [7:0]  a_mant2,
 	input  logic [7:0]  a_mant3,
  	input  logic [7:0]  b_mant0,
  	input  logic [7:0]  b_mant1,
  	input  logic [7:0]  b_mant2,
  	input  logic [7:0]  b_mant3,
  	input  logic [9:0]  a_exp_in0,  
  	input  logic [9:0]  a_exp_in1,
  	input  logic [9:0]  a_exp_in2,
  	input  logic [9:0]  a_exp_in3,
  	input  logic [9:0]  b_exp_in0,
  	input  logic [9:0]  b_exp_in1,
  	input  logic [9:0]  b_exp_in2,
	input  logic [9:0]  b_exp_in3,
  	input  logic [3:0]  a_sign_in0,  
	input  logic [3:0]  a_sign_in1,
	input  logic [3:0]  a_sign_in2,
	input  logic [3:0]  a_sign_in3,
  	input  logic [3:0]  b_sign_in0,
	input  logic [3:0]  b_sign_in1,
	input  logic [3:0]  b_sign_in2,
	input  logic [3:0]  b_sign_in3,
	input  logic [1:0]  prec_mode,  
	input  logic [1:0]  FP_mode,
	input  logic [7:0]  shared_exps0,
	input  logic [7:0]  shared_exps1,
	output logic [M_out_width-1:0] MAC_mant_out,
	output logic [7:0] MAC_exp_out,
	output logic MAC_sign_out
);
logic [M_out_width-1:0] out_mant;
logic [7:0]  out_exp;
logic        out_sign;
ST_mul #(.M_out_width(M_out_width)) ST_mul0 (.a_mant0(a_mant0), .a_mant1(a_mant1), .a_mant2(a_mant2), .a_mant3(a_mant3), .b_mant0(b_mant0), .b_mant1(b_mant1), .b_mant2(b_mant2), .b_mant3(b_mant3), 
.a_exp_in0(a_exp_in0), .a_exp_in1(a_exp_in1), .a_exp_in2(a_exp_in2), .a_exp_in3(a_exp_in3), .b_exp_in0(b_exp_in0), .b_exp_in1(b_exp_in1), .b_exp_in2(b_exp_in2), .b_exp_in3(b_exp_in3), 
.a_sign_in0(a_sign_in0), .a_sign_in1(a_sign_in1), .a_sign_in2(a_sign_in2), .a_sign_in3(a_sign_in3), .b_sign_in0(b_sign_in0), .b_sign_in1(b_sign_in1), .b_sign_in2(b_sign_in2), .b_sign_in3(b_sign_in3), 
.prec_mode(prec_mode), .FP_mode(FP_mode), .out_mant(out_mant), .out_exp(out_exp), .out_sign(out_sign));
logic [M_out_width-1:0] output_mant;
logic [7:0] output_exp;
logic output_sign;
logic [M_out_width-1:0] accum_mant;
logic [7:0]  accum_exp;
logic        accum_sign;
logic [7:0] new_out_exp;
FP_Add #(.M_out_width(M_out_width)) FP_Add0 (.accum_mant(accum_mant), .accum_exp(accum_exp), .accum_sign(accum_sign), .input_mant(out_mant), .input_exp(new_out_exp), .input_sign(out_sign), .output_mant(output_mant), .output_exp(output_exp), .output_sign(output_sign));
assign MAC_mant_out = accum_mant;
assign MAC_exp_out = accum_exp;
assign MAC_sign_out = accum_sign;
register #(.M_out_width(M_out_width)) reg0 (.clk_i(clk_i), .rstn(rstn), .output_mant(output_mant), .output_exp(output_exp), .output_sign(output_sign), .accum_mant(accum_mant), .accum_exp(accum_exp), .accum_sign(accum_sign));
sh_exp sh_exp0 (.shared_exps0(shared_exps0), .shared_exps1(shared_exps1), .out_exp(out_exp), .new_out_exp(new_out_exp));
endmodule
module register #(
	parameter M_out_width = 23
)
(
	input logic clk_i,
	input logic rstn,
	input logic [M_out_width-1:0] output_mant,
	input logic [7:0] output_exp,
	input logic output_sign,
	output logic [M_out_width-1:0] accum_mant,
	output logic [7:0] accum_exp,
	output logic accum_sign
);
always @(posedge clk_i or negedge rstn) begin
	if (~rstn) begin
		accum_mant <= '0; accum_exp <= '0; accum_sign <= '0;
	end else begin
		accum_mant <= output_mant; accum_exp <= output_exp; accum_sign <= output_sign;
	end
end
endmodule
module sh_exp (
	input  logic [7:0]  shared_exps0,
	input  logic [7:0]  shared_exps1,
	input  logic [7:0]  out_exp,
	output logic [7:0]  new_out_exp
);
logic [7:0] shared_exp_added;
assign shared_exp_added = shared_exps0 + shared_exps1 - 127;
assign new_out_exp = shared_exp_added + out_exp - 127;
endmodule
==> flow/run.sh <==
#!/bin/bash
# OpenROAD 26Q1-2900-gdf79404cd8, Yosys 0.63+post, stock flow scripts
make -C /OpenROAD-flow-scripts/flow DESIGN_CONFIG=/design/flow/config.mk WORK_HOME=/design/flow/orfs finish
==> flow/config.mk <==
export PLATFORM = sky130hd
export DESIGN_NAME = sh_exp
export DESIGN_NICKNAME = sh_exp
export VERILOG_FILES = /design/flow/design.v
export SDC_FILE = /design/flow/constraint.sdc
export NUM_CORES = 4
export LEC_CHECK = 1
export CORE_AREA = 10 10 70 70
export DIE_AREA = 0 0 80 80
==> flow/constraint.sdc <==
current_design sh_exp

set clk_period 5.4
set clk_io_pct 0.2

create_clock -name clk0 -period $clk_period

set non_clock_inputs [all_inputs -no_clocks]
set_input_delay [expr $clk_period * $clk_io_pct] -clock clk0 $non_clock_inputs
set_output_delay [expr $clk_period * $clk_io_pct] -clock clk0 [all_outputs]
==> results.yml <==
# synthesis and place-and-route metrics
finish:
  seq_area_um2: 0
  clockBufferCount: 0
  drive_gt1_frac: 0.03333
  area_growth_pct: 72.68
  ff_count: 0
  stdcell_count: 136
  final_area_um2: 885.9
sta:
  finalHoldViolCount: 0
  tns_ps: 0
  slew_headroom: 0.8398
  finalClockPeriodUsage: 0.8600
  report.final.slew_viol_count: 0
  tightestPinTransition_ps: 239.5
  min_period_ps: 4644
  max_freq_mhz: 215.3
  rsz0062_at_grt: "false"
  setup_violations: 0
detailed_routing:
  wl_per_cell_um: 9.426
  drt_first_pass_iters: 4
  dr_total_vias: 513
  drtAntennaViolNets: 0
  wl_um: 1282
  drt-initial-drc-count: 11
  diodes: 0
  drc_errors: 0
  viasPerCell: 3.772
power_and_ir_drop:
  peakVddDrop_mv: 0.09614
  power_density_nw_per_um2: 177.0
  leakagePower_uw: 0.0003528
floorplanning:
  io_pins: 32
  die_width_um: 80
  die-area_um2: 6400
  dieHeight_um: 80
  fp_util: 0.1502
  coreArea_um2: 3416
  rows: 21
worst_setup_path:
  startpoint: "shared_exps0[0]"
  crit_chain: "clkdlybuf4s50_1 > fa_1 > fa_1 > a21oi_1 > o211ai_1 > a21oi_1 > xnor2_1 > clkdlybuf4s50_1"
  path_class: "input pin to output port"
  crit_path_top_delay_cell: "clkdlybuf4s50_1"
  worstPathMaxFanout: 2
  crit_path_max_incr_delay_ps: 500
  crit_path_end: "new_out_exp[6]"
  crit_required_ps: 4320
  critPathCaptureType: "output port"
  arrival_ps: 3560
  start_kind: "input pin"
logic_synthesis:
  ys_seq_share: 0
  ys_types: 21
  ys.warnings.count: 0
  area_leaders: "fa_1 27%, ha_1 22%, xnor2_1 10%"
  synth_area_leader_cell: "fa_1"
  yosysChipArea_um2: 513.0
  synthMostInstantiatedCell: "ha_1"
  top_cells_by_count: "9 x ha_1, 7 x fa_1, 7 x nor2_1"
  top_cell_area_share: 0.2732
  yosysCellCount: 59
  syn-instance-count: 59
  syn-mean-instance-area_um2: 8.695
  syn-cell-area_um2: 513.0
placed_design:
  detailed_place_hpwl_um: 1203
  gp_congestion: 0.7874
  numPortBuffers: 32
  post_dp_cell_area_um2: 885.9
  dpl.cell_count: 136
min_path:
  hold_class: "input pin to output port"
outcome:
  outcome: "finished, final reports clean"
clocking:
  cts_resized: 0
  postCtsHoldBufs: 0
  cts_setup_buffers: 0
flow_run:
  drv_cap: 0
  tool_warnings: 33
global_routing:
  antenna_found_initial: 0
  overflow: 0
  grt_pass1_vias: 519
  grt_pass1_wl_um: 2076
  grt_max_degree: 9
  globalRouteTotalUtil: 0.03773
## worst min-delay path by stage
stage	from	to	cells after the start	slack [ps]
finish	out_exp[1]	new_out_exp[0]	3	3260
global route	out_exp[1]	new_out_exp[0]	3	3340
CTS	out_exp[1]	new_out_exp[0]	3	3280
## cells in the final DEF (no fill, tap or decap), drive strengths merged
| master | n |
|---|---|
| o2111ai | 1 |
| a21o | 1 |
| nand3 | 1 |
| o211ai | 1 |
| mux2i | 1 |
| o21a | 1 |
| o21ai | 1 |
| ha | 9 |
| fa | 7 |
| o31a | 1 |
| a21oi | 7 |
| nor2 | 7 |
| xor2 | 3 |
| inv | 6 |
| clkdlybuf4s50 | 32 |
| nor2b | 1 |
| xnor2 | 6 |
| nand2 | 3 |
| nor3b | 1 |
## logic make-up after synthesis
family | Yosys count | share of synthesized area
mux | 1 | 0.01951
xor+xnor | 9 | 0.1537
simple gates | 13 | 0.1147
fa+ha+maj | 16 | 0.4927
buf+inv | 7 | 0.05365
compound gates | 13 | 0.1659
## critical path: cells and delay by family
| family | cells | cell delay, ps |
|---|---|---|
| adder cells (fa/ha/maj) | 2 | 890 |
| AND-OR/OR-AND | 3 | 530 |
| buffers and inverters | 2 | 930 |
| XOR/XNOR | 1 | 140 |
## where the power goes
part	switching [µW]	internal (µW)	leakage (µW)
registers	0	0	0
clock network	0	0	0
logic	58.5	98.3	0.000353
## per-stage QoR
| stage | power, µW | hold slack (ps) | util | setup slack [ps] |
|---|---|---|---|---|
| CTS | 160.2 | 3279 | 0.2593 | 751.4 |
| global placement | 158.0 | 3262 | 0.2593 | 786.2 |
| floorplan | 75.02 | 2185 | - | 1867 |
| detailed placement | 158.3 | 3276 | 0.2593 | 760.5 |
| finish | 156.8 | 3259 | 0.2593 | 755.9 |
| global route | 177.8 | 3338 | 0.2593 | 614.0 |
## layout make-up
type	count	area, µm²
well taps	46	57.56
repair buffers	32	320.3
inverters	6	22.52
fillers	381	2530
multi-input cells	52	485.5
## metal layers
metal	track usage	part of all wire
met5	0	0
met4	0	0
met3	0.02500	0.15
met2	0.04976	0.35
met1	0.05270	0.50
Power figures rest on the tool's default switching activity, not on a simulated workload.
