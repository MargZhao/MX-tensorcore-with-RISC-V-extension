**config.mk**
```make
export PLATFORM = sky130hd
export DESIGN_NAME = ST_add_lvl1
export DESIGN_NICKNAME = ST_add_lvl1
export VERILOG_FILES = /design/flow/design.v
export SDC_FILE = /design/flow/constraint.sdc
export NUM_CORES = 4
export LEC_CHECK = 1
export CORE_UTILIZATION = 30
export SYNTH_HDL_FRONTEND = slang
```
**constraint.sdc**
```tcl
current_design ST_add_lvl1

set clk_period 13.8
set clk_io_pct 0.2

create_clock -name clk0 -period $clk_period

set non_clock_inputs [all_inputs -no_clocks]
set_input_delay [expr $clk_period * $clk_io_pct] -clock clk0 $non_clock_inputs
set_output_delay [expr $clk_period * $clk_io_pct] -clock clk0 [all_outputs]
```
**design.v**
```verilog
module ST_add_lvl1 (
	input logic [3:0] mant0,
	input logic [5:0] exp0,
	input logic sign0,
	input logic [3:0] mant1,
	input logic [5:0] exp1,
	input logic sign1,
	input logic [3:0] mant2,
	input logic [5:0] exp2,
	input logic sign2,
	input logic [3:0] mant3,
	input logic [5:0] exp3,
	input logic sign3,
	input logic [1:0] prec_mode,
	output logic [9:0] added_mant,  
	output logic [5:0] added_exp,  
	output logic added_sign
);
logic [10:0] added_mant_signed;
logic signed [8:0] mant0_signed_shifted;
logic signed [8:0] mant1_signed_shifted;
logic signed [8:0] mant2_signed_shifted;
logic signed [8:0] mant3_signed_shifted;
logic [2:0] exp_shift [0:3];
assign exp_shift[0] = exp0[2:0]-2;
assign exp_shift[1] = exp1[2:0]-2;
assign exp_shift[2] = exp2[2:0]-2;
assign exp_shift[3] = exp3[2:0]-2;  
logic [4:0] mant_shift [0:3];
assign mant_shift[0] = {1'b0,mant0};
assign mant_shift[1] = {1'b0,mant1};
assign mant_shift[2] = {1'b0,mant2};
assign mant_shift[3] = {1'b0,mant3};
always_comb begin
if (prec_mode == 2'b11) begin  
	mant0_signed_shifted = (sign0) ? (-(mant_shift[0] << exp_shift[0])):(mant_shift[0] << exp_shift[0]);
	mant1_signed_shifted = (sign1) ? (-(mant_shift[1] << exp_shift[1])):(mant_shift[1] << exp_shift[1]);
	mant2_signed_shifted = (sign2) ? (-(mant_shift[2] << exp_shift[2])):(mant_shift[2] << exp_shift[2]);
	mant3_signed_shifted = (sign3) ? (-(mant_shift[3] << exp_shift[3])):(mant_shift[3] << exp_shift[3]);
	added_mant_signed = mant0_signed_shifted + mant1_signed_shifted + mant2_signed_shifted + mant3_signed_shifted;
	added_mant = (added_mant_signed[10]) ? (-added_mant_signed):(added_mant_signed);
	added_sign = added_mant_signed[10];
	added_exp = '0;  
end else begin  
	added_mant = mant0 + (mant1 << 2) + (mant2 << 2) + (mant3 << 4);
	added_exp  = exp0;
	added_sign = sign0;  
end
end
endmodule
```
**run.sh**
```bash
#!/bin/bash
# OpenROAD 26Q1-2900-gdf79404cd8, Yosys 0.63+post, stock flow scripts
make -C /OpenROAD-flow-scripts/flow DESIGN_CONFIG=/design/flow/config.mk WORK_HOME=/design/flow/orfs finish
```
==> flow.log <==
[report] implementation figures
INFO  metric crit_path_cell_trace = clkdlybuf4s50_1 > nor2b_1 > nand3b_1 > ha_1 > nand2_1 > o21ai_0 > fa_1 > inv_1 > fa_1 > inv_1 > ha_1 > fa_1 > a211oi_1 > o21bai_1 > a221oi_1 > o211ai_1 > and3_1 > o31ai_1 > clkdlybuf4s50_1
INFO  metric crit_top_cell = sky130_fd_sc_hd__fa_1
INFO  metric routed_wl = 7752 µm
INFO  metric routedWlPerCell = 12.65 µm
INFO  metric postCtsSetupRepairBufs = 0
INFO  metric required = 11.04 ns
INFO  metric ports = 63
INFO  metric critical_path.endpoint_type = output port
INFO  metric areaGrowthSynthToFinish = 19.03%
INFO  metric cellPowerDensity = 155.9 nW/µm²
INFO  metric synth-area-yosys = 3222 µm²
INFO  metric first_pass_iters = 4
INFO  metric grt_util_all_layers = 14.09%
INFO  metric hold_violations = 0
INFO  metric finalHoldWorstSlack = 6.414 ns
INFO  metric top_cell = sky130_fd_sc_hd__nand2_1
INFO  metric timing.critical_path.buf_inv = 4
INFO  metric ys_cells = 441
INFO  metric detailedRoute.firstIterationViolations = 66
INFO  metric cpPeakStageDelay = 0.79 ns
INFO  metric antenna_fix_cells = 0
INFO  metric post_synth_inst_count = 441
INFO  metric final_core_util = 36.98%
INFO  metric final_critical_path_required_period = 11.33 ns
INFO  metric finalClockPeriodUsage = 82.08%
INFO  metric final.fill_count = 1069
INFO  metric crit_path_top_delay_cell = sky130_fd_sc_hd__clkdlybuf4s50_1
INFO  metric worst_slew_margin_rel = 60.36%
INFO  metric critical_path_peak_fanout = 15
INFO  metric drive_gt1_share = 4.612%
INFO  metric synthDominantAreaCellType = sky130_fd_sc_hd__fa_1
INFO  metric cts.hold.buffers_added = 0
INFO  metric netlist-cell-type-count = 65
INFO  metric buffer_ports.inserted = 54
INFO  metric startpoint_type = input pin
INFO  metric path_delay_family = adder cells
INFO  metric critPathKind = in2out
INFO  metric grt_max_degree = 19
INFO  metric overflow = 0
INFO  metric synthesis.area = 3222 µm²
INFO  metric cts_resized = 0
INFO  metric total_leakage_power = 1.656 nW
INFO  metric route.vias.total = 3070
INFO  metric std_cell_rows = 37
INFO  metric timing.fmax = 88.28 MHz
INFO  metric route.antenna.remaining_nets = 0
INFO  metric final-max-slew-violation-count = 0
INFO  metric rsz_0062_raised_after_global_routing = false
INFO  metric status = completed
INFO  metric cells_taking_the_most_area_after_synthesis = sky130_fd_sc_hd__fa_1 15%, sky130_fd_sc_hd__ha_1 7.4%, sky130_fd_sc_hd__nand2_1 7.1%
INFO  metric ff_latch_count = 0
INFO  metric yosys.area.top_type_share = 14.91%
INFO  metric detail_route.drc_violations = 0
INFO  metric detail_route.vias_per_cell = 5.008
INFO  metric place_hpwl = 6710 µm
INFO  metric min_path_type = in2out
INFO  metric grt_antenna_before_repair = 0
INFO  metric number_of_global_route_vias_before_repair = 2750
INFO  metric ir_drop = 0.1263 mV
INFO  metric max_cap_violations = 0
INFO  metric die_w = 105.6 µm
INFO  metric grt_first_pass_wirelength = 12650 µm
INFO  metric warning_total_across_the_stage_logs = 41
INFO  metric die.size.y = 105.6 µm
INFO  metric seqCellArea = 0 µm²
INFO  metric fp_util = 31.07%
INFO  metric synth_sequential_area_ratio = 0%
INFO  metric setup_viol = 0
INFO  metric tightest_slew = 0.5927 ns
INFO  metric num-clock-buffers = 0
INFO  metric gp_routability_congestion = 0.8940
INFO  metric core_region_area = 10370 µm²
INFO  metric syn_avg_cell_area = 7.306 µm²
INFO  metric setup_tns_final = 0 ns
INFO  metric yosys_warnings = 0
INFO  metric ys_top_cells_by_count = 61 x sky130_fd_sc_hd__nand2_1, 53 x sky130_fd_sc_hd__inv_1, 24 x sky130_fd_sc_hd__fa_1
INFO  metric worst_ep_arrival_time = 8.57 ns
INFO  metric die_area = 11160 µm²
==> per-stage QoR <==
step	power, mW	cells	instance area, µm²	setup slack, ns
floorplan	0.4397	441	3222	4.068
global placement	0.5940	613	3835	2.472
detailed placement	0.5995	613	3835	2.466
CTS	0.6017	613	3835	2.465
global route	0.6730	613	3835	2.010
finish	0.5977	613	3835	2.473
==> cell families (layout without fill, tap and decap cells) <==
kind of cell,count (synthesis),count (layout),synth area share [%]
AND/OR/NAND/NOR,165,165,26.06
AND-OR/OR-AND,102,102,23.19
buffers and inverters,72,108,9.437
adder cells (fa/ha/maj),43,43,22.29
XOR/XNOR,36,36,9.787
multiplexers,23,23,9.243
==> layout make-up <==
type,instances,area [µm²],area share [%]
multi-input cells,369,2918,76.08
repair buffers,55,548.0,14.29
inverters,53,198.9,5.188
well taps,136,170.2,4.437
==> report_power, final <==
part	internal, mW	switching [mW]
clock network	0	0
logic	0.277	0.321
registers	0	0
total	0.277	0.321
==> routing by layer <==
metal	wire, µm	part of all wire (%)	GRT usage, %	vias to the layer above
met5	0	0	0	-
met4	53	0.68	0.7937	0
met3	234	3.0	1.514	4
met2	3753	48	24.77	50
met1	3711	48	19.79	1395
li1	-	-	-	1621
==> worst paths after layout <==
check | startpoint | endpoint | slack, ns | cells past startpoint
worst max-delay path | exp1[1] | added_mant[8] | 2.47 | 19
worst min-delay path | exp0[5] | added_exp[5] | 6.41 | 3
==> layout by cell type (no fill, tap or decap), types with 3 or more instances in the layout <==
cell type and n:
sky130_fd_sc_hd__nand4_1 4, sky130_fd_sc_hd__o21a_1 6, sky130_fd_sc_hd__nor2b_1 17, sky130_fd_sc_hd__xor2_1 15
sky130_fd_sc_hd__o31ai_1 7, sky130_fd_sc_hd__o31ai_2 3, sky130_fd_sc_hd__nand3_1 16, sky130_fd_sc_hd__nand2_1 61
sky130_fd_sc_hd__inv_1 53, sky130_fd_sc_hd__clkdlybuf4s50_1 54, sky130_fd_sc_hd__nor3b_1 5, sky130_fd_sc_hd__or3_1 9
sky130_fd_sc_hd__and3_1 5, sky130_fd_sc_hd__o21ai_0 18, sky130_fd_sc_hd__mux2_2 4, sky130_fd_sc_hd__nor2_1 14
sky130_fd_sc_hd__o22ai_1 3, sky130_fd_sc_hd__mux2i_1 11, sky130_fd_sc_hd__nand2b_1 7, sky130_fd_sc_hd__nand3b_1 5
sky130_fd_sc_hd__a21oi_1 12, sky130_fd_sc_hd__or2_2 3, sky130_fd_sc_hd__ha_1 19, sky130_fd_sc_hd__nor3_1 4
sky130_fd_sc_hd__mux4_2 4, sky130_fd_sc_hd__a211oi_1 3, sky130_fd_sc_hd__and2_1 9, sky130_fd_sc_hd__fa_1 24
sky130_fd_sc_hd__a211o_1 3, sky130_fd_sc_hd__o211ai_1 5, sky130_fd_sc_hd__a21o_1 9, sky130_fd_sc_hd__a31oi_1 5
sky130_fd_sc_hd__xnor2_1 21
==> worst min-delay path, stage by stage <==
cell	delay [ns]
sky130_fd_sc_hd__clkdlybuf4s50_1	0.39
sky130_fd_sc_hd__and2_1	0.13
sky130_fd_sc_hd__clkdlybuf4s50_1	0.38
Power figures rest on the tool's default switching activity, not on a simulated workload.
