--- flow/run.sh ---
#!/bin/bash
# OpenROAD 26Q1-2900-gdf79404cd8, Yosys 0.63+post, stock flow scripts
make -C /OpenROAD-flow-scripts/flow DESIGN_CONFIG=/design/flow/config.mk WORK_HOME=/design/flow/orfs finish
--- flow/config.mk ---
export PLATFORM = sky130hd
export DESIGN_NAME = L1
export DESIGN_NICKNAME = L1
export VERILOG_FILES = /design/flow/design.v
export SDC_FILE = /design/flow/constraint.sdc
export NUM_CORES = 4
export LEC_CHECK = 1
export CORE_UTILIZATION = 40
export SYNTH_HDL_FRONTEND = slang
--- flow/constraint.sdc ---
current_design L1

set clk_period 10.4
set clk_io_pct 0.2

create_clock -name clk0 -period $clk_period

set non_clock_inputs [all_inputs -no_clocks]
set_input_delay [expr $clk_period * $clk_io_pct] -clock clk0 $non_clock_inputs
set_output_delay [expr $clk_period * $clk_io_pct] -clock clk0 [all_outputs]
--- flow/design.v ---
module L1 (
	input logic [3:0] mant0,
	input logic [5:0] exp0,
	input logic sign0,
	input logic [3:0] mant1,
	input logic [5:0] exp1,
	input logic sign1,
	input logic [3:0] mant2,
	input logic [5:0] exp2,
	input logic sign2,
	input logic [3:0] mant3,
	input logic [5:0] exp3,
	input logic sign3,
	input logic [1:0] prec_mode,
	output logic [9:0] added_mant,  
	output logic [5:0] added_exp,  
	output logic added_sign
);
logic [10:0] added_mant_signed;
logic signed [8:0] mant0_signed_shifted;
logic signed [8:0] mant1_signed_shifted;
logic signed [8:0] mant2_signed_shifted;
logic signed [8:0] mant3_signed_shifted;
logic [2:0] exp_shift [0:3];
assign exp_shift[0] = exp0[2:0]-2;
assign exp_shift[1] = exp1[2:0]-2;
assign exp_shift[2] = exp2[2:0]-2;
assign exp_shift[3] = exp3[2:0]-2;  
logic [4:0] mant_shift [0:3];
assign mant_shift[0] = {1'b0,mant0};
assign mant_shift[1] = {1'b0,mant1};
assign mant_shift[2] = {1'b0,mant2};
assign mant_shift[3] = {1'b0,mant3};
always_comb begin
if (prec_mode == 2'b11) begin  
	mant0_signed_shifted = (sign0) ? (-(mant_shift[0] << exp_shift[0])):(mant_shift[0] << exp_shift[0]);
	mant1_signed_shifted = (sign1) ? (-(mant_shift[1] << exp_shift[1])):(mant_shift[1] << exp_shift[1]);
	mant2_signed_shifted = (sign2) ? (-(mant_shift[2] << exp_shift[2])):(mant_shift[2] << exp_shift[2]);
	mant3_signed_shifted = (sign3) ? (-(mant_shift[3] << exp_shift[3])):(mant_shift[3] << exp_shift[3]);
	added_mant_signed = mant0_signed_shifted + mant1_signed_shifted + mant2_signed_shifted + mant3_signed_shifted;
	added_mant = (added_mant_signed[10]) ? (-added_mant_signed):(added_mant_signed);
	added_sign = added_mant_signed[10];
	added_exp = '0;  
end else begin  
	added_mant = mant0 + (mant1 << 2) + (mant2 << 2) + (mant3 << 4);
	added_exp  = exp0;
	added_sign = sign0;  
end
end
endmodule
==> out/summary.log <==
[run_status] result of the run finished, final reports clean
[sta] ratio of final minimum period to clock period 95.24%
[cells_and_area] post-synthesis to final-layout area growth 18.87%
[global_routing] met2 track utilization from global routing 32.14%
[critical_path] Crit Path Max Fanout 11
[place] dpl hpwl 6655 µm
[sta] actual transition at the worst max-transition pin 0.6643 ns
[cells_and_area] post-route design area 3830 µm²
[critical_path] worst setup path class input port to output pin
[power_and_ir_drop] power after layout 0.0007947 W
[routing] drt first-iter violations 95
[logic_synthesis] post-synthesis adder-cell area fraction 22.29%
[logic_synthesis] Post-synth mux share 9.243%
[critical_path] end point of the critical path added_mant[3]
[clocking] hold bufs inserted after CTS 0
[routing] via density per instance 5.229
[logic_synthesis] AO/OA Area Share 23.18%
[logic_synthesis] Post-Synthesis Cell Area 3222 µm²
[global_routing] busiest grt layer met2
[clocking] number of setup buffers added after CTS 0
[power_and_ir_drop] cell-internal power 0.0003697 W
[routing] number of routed nets with antenna violations 0
[cells_and_area] share of post-route cells with drive strength above 1 5.602%
[logic_synthesis] sequential-to-total area share from yosys stat 0%
[routing] n_diodes 0
[critical_path] critical path arrival 7.83 ns
[floorplanning] num rows 32
[routing] via count of the routed design 3054
[sta] RSZ-0062 raised after global routing false
[global_routing] Global Route Usage Sum 19.39%
[floorplanning] io pins 63
[place] IO buf count 54
[place] GP Congestion 0.9140
[logic_synthesis] AND/OR/NAND/NOR Cells, Area Fraction 26.06%
[power_and_ir_drop] switching part of the total 53.47%
[floorplanning] Die W 91.75 µm
[power_and_ir_drop] Peak VDD IR 0.09250 mV
[floorplanning] core utilization before placement 41.48%
[critical_path] Worst EP required 8.32 ns
[run] Log Warnings 41
[sta] number of hold-slack violations in the final timing report 0
[power_and_ir_drop] part of the power in registers 0%
[power_and_ir_drop] leakage power of the design 1.680 nW
[logic_synthesis] Synth top cell by count sky130_fd_sc_hd__nand2_1
[global_routing] global-route met3 utilization 1.688%
[sta] Worst Setup Slack, final 0.4950 ns
[logic_synthesis] Top-area cell share 14.91%
[power_and_ir_drop] portion of total power attributed to combinational logic 100.0%
[critical_path] critical path endpoint category output pin
[sta] Setup Total Neg Slack 0 ns
[routing] routed wirelength normalized by instance count 13.13 µm
[logic_synthesis] cell count in the Yosys report 441
[cells_and_area] sequential cell count of the final layout 0
[cells_and_area] Reg area 0 µm²
[global_routing] wire length of the first global-routing pass 13140 µm
[critical_path] launch point of the worst path exp2[1]
[run] number of violations of the max-capacitance limit 0
[logic_synthesis] XORs/XNORs by Area 9.786%
[logic_synthesis] post-synth top area cell sky130_fd_sc_hd__fa_1
[power_and_ir_drop] pwr/cell area 207.5 nW/µm²
[floorplanning] floorplan die area 8417 µm²
[global_routing] pin count of the biggest net entering global routing 19
[power_and_ir_drop] clock power share 0%
[sta] Max transition margin 55.63%
[logic_synthesis] average cell area after synthesis 7.306 µm²
[logic_synthesis] yosys-reported design area after synthesis 3222 µm²
[place] post-placement setup slack 0.5386 ns
[sta] endpoints failing setup 0
[global_routing] initial antenna violation count 0
[cells_and_area] fillcell total 774
[logic_synthesis] total of warnings raised by yosys 0
[logic_synthesis] Main area contributors sky130_fd_sc_hd__fa_1 (15%), sky130_fd_sc_hd__ha_1 (7.4%), sky130_fd_sc_hd__nand2_1 (7.1%), sky130_fd_sc_hd__inv_1 (6.2%), sky130_fd_sc_hd__xnor2_1 (5.7%)
[clocking] post-cts sizing count 0
[global_routing] met1 track demand over resource 30.02%
[worst_hold_path] type of the most critical hold path input port to output pin
[logic_synthesis] most numerous cell types in the synthesized netlist sky130_fd_sc_hd__nand2_1 (61), sky130_fd_sc_hd__inv_1 (53), sky130_fd_sc_hd__fa_1 (24)
[global_routing] via count of the first global-routing pass 2811
[cells_and_area] area used by multi-input combinational logic 2918 µm²
[routing] Routed Wire Length 7668 µm
[routing] number of remaining DRC errors 0
[logic_synthesis] Synth Instances 441
[power_and_ir_drop] net switching power figure 0.0004250 W
[critical_path] nature of the critical path startpoint input port
[place] area post-placement 3830 µm²
[logic_synthesis] number of distinct library cells after synthesis 65
[logic_synthesis] largest non-sequential cell family by area simple AND/OR/NAND/NOR gates
[sta] maximum clock frequency 0.1010 GHz
[routing] first-pass detailed-route iteration total 6
[sta] post-layout min period 9.905 ns
[worst_hold_path] launch point of the worst hold path exp0[5]
[floorplanning] CORE AREA 7767 µm²
[floorplanning] die height 91.75 µm
[cells_and_area] Clock buffer cells 0
[sta] number of max-slew violations in the final report 0
[global_routing] overall overflow remaining after global route 0
==> worst min-delay path by stage <==
stage,end,slack [ns],cells past startpoint
CTS,added_exp[5],5.07,3
global route,added_exp[3],5.10,3
finish,added_exp[5],5.07,3
==> critical path, stage by stage <==
cell                              delay (ns)
sky130_fd_sc_hd__clkdlybuf4s50_1        0.58
sky130_fd_sc_hd__buf_4                  0.21
sky130_fd_sc_hd__mux2_4                 0.32
sky130_fd_sc_hd__a32oi_2                0.27
sky130_fd_sc_hd__nand2_1                0.08
sky130_fd_sc_hd__nor4_1                 0.27
sky130_fd_sc_hd__a31oi_1                0.15
sky130_fd_sc_hd__xor2_1                 0.28
sky130_fd_sc_hd__fa_1                   0.51
sky130_fd_sc_hd__fa_1                   0.54
sky130_fd_sc_hd__inv_1                  0.04
sky130_fd_sc_hd__ha_1                   0.38
sky130_fd_sc_hd__a21o_1                 0.22
sky130_fd_sc_hd__a21oi_1                0.17
sky130_fd_sc_hd__o211ai_1               0.18
sky130_fd_sc_hd__a211oi_2               0.61
sky130_fd_sc_hd__buf_4                  0.25
sky130_fd_sc_hd__nand4_1                0.08
sky130_fd_sc_hd__nand3_1                0.14
sky130_fd_sc_hd__clkdlybuf4s50_1        0.47
==> cells by family after synthesis <==
family          count (synthesis)
xor+xnor                       36
buf+inv                        72
fa+ha+maj                      43
mux                            23
simple gates                  165
compound gates                102
==> cell type report <==
type                            count  area share (%)
Multi-Input combinational cell    369           76.18
Timing Repair Buffer               60           15.29
Inverter                           53           5.194
Tap cell                          102           3.332
==> layout by cell type, fill, tap and decap left out, types with 6 or more instances in the layout <==
master | Yosys | final
sky130_fd_sc_hd__nand2_1 | 61 | 61
sky130_fd_sc_hd__clkdlybuf4s50_1 | 0 | 54
sky130_fd_sc_hd__inv_1 | 53 | 53
sky130_fd_sc_hd__fa_1 | 24 | 24
sky130_fd_sc_hd__xnor2_1 | 21 | 21
sky130_fd_sc_hd__ha_1 | 19 | 19
sky130_fd_sc_hd__o21ai_0 | 18 | 18
sky130_fd_sc_hd__nor2b_1 | 17 | 17
sky130_fd_sc_hd__nand3_1 | 16 | 16
sky130_fd_sc_hd__xor2_1 | 15 | 15
sky130_fd_sc_hd__nor2_1 | 14 | 14
sky130_fd_sc_hd__a21oi_1 | 12 | 12
sky130_fd_sc_hd__mux2i_1 | 11 | 11
sky130_fd_sc_hd__a21o_1 | 9 | 9
sky130_fd_sc_hd__or3_1 | 9 | 9
sky130_fd_sc_hd__and2_1 | 9 | 9
sky130_fd_sc_hd__nand2b_1 | 7 | 7
sky130_fd_sc_hd__o31ai_1 | 7 | 7
sky130_fd_sc_hd__o21a_1 | 6 | 6
sky130_fd_sc_hd__buf_4 | 1 | 6
==> power groups by stage <==
stage / sequential, W / combinational, W / clock, W
CTS: 0 / 0.000799 / 0
global route: 0 / 0.000896 / 0
finish: 0 / 0.000795 / 0
==> per-stage QoR <==
step	cells	hold WS, ns	utilization [%]
after floorplan	441	4.212	-
after global placement	584	5.070	49.31
after detailed placement	584	5.067	49.31
after CTS	584	5.074	49.31
after global routing	584	5.100	49.31
final	584	5.069	49.31
==> metal layers <==
layer | vias to the layer above | share of wire (%) | wire (µm)
met4 | 0 | 0 | 0
li1 | 1633 | - | -
met2 | 41 | 47 | 3582
met3 | 0 | 2.0 | 152
met1 | 1380 | 51 | 3934
met5 | - | 0 | 0
Power is estimated from default activity; no workload was simulated.
